## ./constraint.sdc

```tcl
current_design calculatePC

set clk_period 19.5
set clk_io_pct 0.2

create_clock -name clk0 -period $clk_period

set non_clock_inputs [all_inputs -no_clocks]
set_input_delay [expr $clk_period * $clk_io_pct] -clock clk0 $non_clock_inputs
set_output_delay [expr $clk_period * $clk_io_pct] -clock clk0 [all_outputs]
```

## ./design.v

```verilog
`timescale 1ns / 1ps
module calculatePC (NextPC, CurrentPC, SignExtImm64, 
                    Branch, ALUZero, Uncondbranch);
    input [63:0] CurrentPC, SignExtImm64;
    input Branch, ALUZero, Uncondbranch;
    output reg [63:0] NextPC;
    reg [63:0] ShiftedImm64;
    always@(*) begin
        ShiftedImm64 <= SignExtImm64 <<< 2;
        if (Uncondbranch)
            #2 NextPC <= CurrentPC + SignExtImm64;
        else if (Branch && ALUZero == 1)
            #2 NextPC <= CurrentPC + SignExtImm64;
        else
           #2 NextPC = CurrentPC + 4;
    end 
endmodule
```

## ./run.sh

```bash
#!/bin/bash
# OpenROAD 26Q1-2900-gdf79404cd8, Yosys 0.63+post, stock flow scripts
make -C /OpenROAD-flow-scripts/flow DESIGN_CONFIG=/design/flow/config.mk WORK_HOME=/design/flow/orfs finish
```

## ./config.mk

```make
export PLATFORM = sky130hd
export DESIGN_NAME = calculatePC
export DESIGN_NICKNAME = calculatePC
export VERILOG_FILES = /design/flow/design.v
export SDC_FILE = /design/flow/constraint.sdc
export NUM_CORES = 4
export LEC_CHECK = 1
export CORE_UTILIZATION = 50
```

==> impl_metrics.toml <==
# synthesis and place-and-route metrics
[detailed_routing]
wl_per_cell_um = 15.3
drcViolationCount = 0
first_pass_iters = 5
num_vias = 6968
drtIter0Drc = 414
ant_nets = 0
drt-vias-per-instance = 5.88
n_antenna_cell = 0
finalWirelength_mm = 18.1

[placement]
placedCellCount = 1186
post-place-ws_ns = 8.03
dp_hpwl_mm = 15.1
gp_congestion = 0.979
io_buffers = 195

[synth]
ys_sh_aoi_pct = 31.5
syn_area_um2 = 5640
synth_cells = 897
yosysUniqueCellTypes = 66
ys_sh_adder_pct = 14.6
xor_share_pct = 17.2
synth_area_per_cell_um2 = 6.29
yosys.area_share.simple_pct = 31.0
ys_seq_share_pct = 0
yosysWarnings = 1
ys_cells = 897
synth.area.mux_share_pct = 0.732
top_logic_kind = "AND-OR/OR-AND gates"
yosys_area_um2 = 5640

[sta]
slew_headroom_pct = 54.6
fin_crit_sh_pct = 58.9
tightest_slew_ns = 0.675
max_freq_ghz = 0.0871
setup_slack_ns = 8.02
setup_tns_ns = 0
period_needed_ns = 11.48
setup_viol = 0
drv_slew = 0
rsz0062_at_grt = "false"
hold_violations = 0

[cells_and_area]
lay_top_cells = "195 x clkdlybuf4s50_1, 117 x a21oi_1, 109 x nand2_1"
drive_above_1_share_pct = 1.72
ff_latch_area_um2 = 0
nClkBuffers = 0
lay_top_count = "clkdlybuf4s50_1"
utilization_pct = 69.5
syn2layout_area_growth_pct = 34.7
ff_count = 0
nFillCells = 927
final_cells = 1186

[flow_run]
tool_warnings = 33
cap_violations = 0

[global_route]
antenna_found_initial = 0
grt_start_max_net_pins = 56
overflow = 0
gr-usage-met2_pct = 50.0
busiest_layer = "met2"
grt_pass1_vias = 6154
grtUsageMet1_pct = 44.7
use_met3_pct = 2.39
grt.total_usage_pct = 30.6
grt_pass1_wl_mm = 28.9

[critical_path]
start_kind = "input pin"
cp-end-kind = "output pin"
critical_path_arrival_ns = 7.58
required_ns = 15.60
cp_max_fo = 6
worstSetupPathType = "input pin to output pin"

[floorplan]
die_w_um = 108
num_rows = 38
die_area_um2 = 11700
fp_util_pct = 51.6
boundaryPins = 195
core_um2 = 10900
die_h_um = 108

[pwr]
irDropWorstVdd_uv = 18.5
cellPowerDensity_nw_per_um2 = 31.6
p_leak_uw = 0.00303

[cts]
cts_setup_buffers = 0
post_cts_resized = 0
ctsHoldBuffers = 0

[min_path]
hold_class = "input pin to output pin"

[outcome]
status = "finished, final reports clean"
kinds of logic after synthesis:
logic type | after synthesis
AOI/OAI and AO/OA | 290
xor gates and xnor gates | 111
adders and majority gates | 65
buffers and inverters | 69
muxes | 4
and+or+nand+nor | 358
critical path: stages:
cell             delay, ns
clkdlybuf4s50_1       0.50
ha_1                  0.41
a21oi_1               0.29
o21ai_1               0.17
a221oi_1              0.39
o221ai_1              0.18
or3b_4                0.47
a31oi_4               0.26
o31ai_4               0.14
o21a_1                0.20
o31ai_2               0.17
clkdlybuf4s50_1       0.51
final timing paths:
check / cells after the start / endpoint / startpoint
worst max-delay path: 12 / NextPC[57] / CurrentPC[24]
worst min-delay path: 4 / NextPC[0] / CurrentPC[0]
where the power goes:
part	total [µW]	switching (µW)	internal, µW
clock	0	0	0
combinational	240	114	126
sequential	0	0	0
stage by stage:
step / instance area (µm²) / hold WS [ns] / total power (µW)
finish: 7600 / 8.73 / 240
global route: 7600 / 8.79 / 264
CTS: 7600 / 8.73 / 239
detailed placement: 7600 / 8.72 / 237
global placement: 7600 / 8.72 / 238
floorplan: 5640 / 7.83 / 130
Yosys cell counts (4+ instances only):
cell,instances,share of area (%)
nor4_1,6,0.67
nor2_1,87,5.8
nand2_1,109,7.3
and3_1,20,2.2
a21o_1,31,4.1
nor3_1,19,1.7
nand2b_1,6,0.67
and2_1,4,0.44
ha_1,64,14
a21oi_1,118,10
nor2b_1,4,0.44
or3_1,10,1.1
o21bai_1,12,1.6
buf_1,4,0.27
and4_1,7,1.1
nand3_1,38,3.4
a31oi_1,8,0.89
o21ai_0,65,5.8
inv_1,20,1.3
xnor2_1,56,8.7
nand4_1,38,4.2
a211oi_1,7,0.93
clkbuf_1,37,2.5
buf_2,5,0.44
o21a_1,9,1.2
xor2_1,55,8.5
area by class of cell:
cell class / count / area (µm²) / share of cell area (%)
well taps: 140 / 175 / 2.31
repair buffers: 198 / 1970 / 26.0
multi-input cells: 828 / 5370 / 70.7
inverters: 20 / 75.1 / 0.988
routing by layer:
| layer | part of all wire (%) | vias to the layer above |
|---|---|---|
| li1 | - | 3594 |
| met1 | 47 | 3087 |
| met2 | 45 | 269 |
| met3 | 6.8 | 18 |
| met4 | 1.1 | 0 |
| met5 | 0 | - |
Power figures rest on the tool's default switching activity, not on a simulated workload.
