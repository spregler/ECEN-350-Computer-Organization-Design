File: ./config.mk
export PLATFORM = sky130hd
export DESIGN_NAME = RegisterFile
export DESIGN_NICKNAME = RegisterFile
export VERILOG_FILES = /design/flow/design.v
export SDC_FILE = /design/flow/constraint.sdc
export NUM_CORES = 4
export LEC_CHECK = 1
export CORE_UTILIZATION = 50
File: ./constraint.sdc
current_design RegisterFile

set clk_period 11.3
set clk_io_pct 0.2

create_clock -name clk0 -period $clk_period [get_ports {Clk}]

set non_clock_inputs [all_inputs -no_clocks]
set_input_delay [expr $clk_period * $clk_io_pct] -clock clk0 $non_clock_inputs
set_output_delay [expr $clk_period * $clk_io_pct] -clock clk0 [all_outputs]
File: ./design.v
module RegisterFile(BusA, BusB, BusW, RA, RB, RW, RegWr, Clk);
    output [63:0] BusA;
    output [63:0] BusB;
    input [63:0] BusW;
    input [4:0] RA, RB;
    input [4:0] RW;
    input RegWr;
    input Clk;
    reg [31:0] registers [63:0];
    initial begin
        registers[31] <= 64'h0;
    end
    assign #2 BusA = registers[RA];
    assign #2 BusB = registers[RB];
    always @ (negedge Clk) begin
        if( RegWr && RW != 31 )
            registers[RW] <= #3 BusW;
    end
endmodule
File: ./run.sh
#!/bin/bash
# OpenROAD 26Q1-2900-gdf79404cd8, Yosys 0.63+post, stock flow scripts
make -C /OpenROAD-flow-scripts/flow DESIGN_CONFIG=/design/flow/config.mk WORK_HOME=/design/flow/orfs finish
==> summary.txt <==
Results of the flow run.

The worst endpoint required time stands at 9.04 ns. Yosys stat counts 3,452 cells in the synthesized netlist. The critical path's slowest stage uses the library cell sky130_fd_sc_hd__clkdlybuf4s50_1. On the critical path the largest part of the delay comes from AND-OR/OR-AND gates. The maximum number of pins on one net before global-route repair stands at 100.

Per the OpenROAD floorplan log, the width of the die is 316 um. The tree is rooted in a sky130_fd_sc_hd__clkbuf_16. Across all setup checks in the final design, the least slack found is 0.555 ns.

The power density over the cells stands at 171 nW/um^2. By startpoint and endpoint, the worst setup path is classified as register to output pin. The clock passes through at most 3 buffers.

The timing report notes that buffer and inverter cells on the critical path total 1. The clock H-tree reported by CTS has 3 levels. For this sky-water flow run, the detailed-routed wirelength per cell is reported as 24.5 um. The area of the core stands at 97,100 um^2. Summing the sequential cell areas from Yosys gives 62.4% of the chip area.

STA lists the startpoint of the worst hold path as RA[1]. TritonCTS built the clock tree. The synthesized netlist contains 25 unique library cells. The max-slew headroom at the worst pin stands at 40.8%. The number of DRC markers in iteration 0 stands at 2,057. The number of ports placed on the die boundary stands at 209. The via count of the first global-routing pass came to 37.5k. In the final layout, the registers with the most flip-flops are registers x1024. The yosys-reported design area after synthesis stands at 49,200 um^2. Before CTS, the worst setup slack after placement is 0.925 ns. The number of warnings reported in the stage logs is 1,059.

The total half-perimeter wirelength after legalization and detailed placement stands at 80,400 um. The synthesized flop and latch total stands at 1,024. The maximum net fanout on the critical path stands at 2. The critical path starts at registers[2][11]. Relative to the synthesized area, the layout overhead comes to 20.8%.

At the end of routability-driven placement, the weighted congestion stood at 0.846. Ranked by flip-flop count, first place goes to registers. The run finished with clean final reports.

The post-detailed-route count of antenna-violating nets stands at 0. STA classifies the critical path endpoint as an output pin. Global routing consumed, over all layers together, 32.4% of the routing resources.

The total clock sinks stands at 1,024. The script extracted a total leakage power of 26.2 nW. The post-synth design cell area stands at 49,200 um^2. STA classifies the critical path startpoint as a register.

For this run, design rule violations remaining after detail routing come to 0. The number of gates given a new drive strength after cts stands at 0. On the reported timing paths, the clock transition at the registers reads 0.03 ns.

Setup repair after global routing left no endpoint under its margin. In this run the VDD rail shows a maximum IR drop of 0.132 mV. The endpoint arrival time on the critical path stands at 8.48 ns. For reference, the placement row count at floorplan is 114. Per the OpenROAD floorplan log, the area of the die is 99,800 um^2. The register with the most flip-flops in the layout has 1,024 of them. The first-pass iteration count of the detailed router stands at 8. The setup total negative slack stands at 0 ns.

The via-per-instance ratio stands at 5.76. The number of antenna violations at the first check in global routing was 5. Per the final timing report, the hold violations number 0. The tally of max-capacitance violations stands at 0.

The max-slew violation total from the final report stands at 0. For reference, the post-synthesis area per instance comes to 14.3 um^2. After clock tree synthesis, the setup repair step added 0 buffers. The number of CTS-inserted buffers stands at 112.

The floorplan step records an initial core utilization of 50.7%. The total wirelength of the detailed-routed design stands at 147,000 um. The number of filler cells placed in the layout stands at 6,899. The delay contributed by the slowest stage of the critical path stands at 0.56 ns.

The total number of yosys warnings stands at 1. The slew at the pin with the worst max-slew slack stands at 0.885 ns. The chip height stands at 316 um. In this run, post-CTS hold repair placed 0 buffers. The detailed router placed 34.5k vias in this run.

After technology mapping, the gate count stands at 3,452. The count of final setup violators stands at 0. Per STA, the worst path is made up of mux2i_1 > a22o_1 > nor3_1 > a31oi_1 > nand3_1 > clkdlybuf4s50_1. Per the final layout report, the fraction of cells sized above drive strength 1 comes to 7.80%. Recorded from the global router log, the overflow total was 0.

In this run the worst hold path is classified as primary input to output pin. The total of buffers placed on input and output ports stands at 112. Cells fill 61.2% of the core in the end. The first-pass GRT wire length stands at 214,000 um.
==> worst paths after layout <==
kind       end  slack (ns)  cells after the start
max   BusB[11]        0.56                      6
min   BusA[13]        5.78                      6
==> per-stage QoR <==
step                      instance area, um^2  total power, mW  instances  hold WS (ns)
after floorplan                         49600             5.33       3547          4.78
after global placement                  51800             5.64       4753          5.80
after detailed placement                51800             5.65       4753          5.78
after CTS                               59500             10.3       5983          5.79
after global routing                    59500             10.8       5986          5.88
final                                   59500             10.2       5988          5.78
==> cell type report <==
| type | count | area (um^2) | share of cell area (%) |
|---|---|---|---|
| Clock inverter | 1116 | 4790 | 8.05 |
| Timing Repair Buffer | 247 | 2330 | 3.92 |
| Sequential cell | 1024 | 30700 | 51.7 |
| Antenna cell | 5 | 12.5 | 0.0210 |
| Clock buffer | 115 | 2880 | 4.84 |
| Tap cell | 1276 | 1600 | 2.68 |
| Multi-Input combinational cell | 2205 | 17100 | 28.8 |
==> cells by family (layout without fill, tap and decap cells) <==
kind of cell,count (synthesis),in the layout,share of synthesized area [%]
and+or+nand+nor,509,509,4.66
other,1,101,0.00761
AOI/OAI and AO/OA,576,576,7.97
DFF,1024,1024,62.4
muxes,1024,1024,20.8
buffers and inverters,318,1478,4.12
==> routing by layer <==
metal,vias to the layer above,routed length (um),global-route usage [%]
li1,15781,-,-
met1,16414,50300,38.3
met2,2006,68900,45.4
met3,284,22900,24.3
met4,6,4650,14.2
met5,-,124,1.42
==> synth_stat cells <==
cell                          n  area share [%]
sky130_fd_sc_hd__a21oi_1    192             2.0
sky130_fd_sc_hd__a22o_1     128             2.3
sky130_fd_sc_hd__a22oi_1    192             2.9
sky130_fd_sc_hd__a31oi_1     64            0.81
sky130_fd_sc_hd__and2_1       2           0.025
sky130_fd_sc_hd__buf_1        3           0.023
sky130_fd_sc_hd__buf_2       72            0.73
sky130_fd_sc_hd__buf_4      118             1.8
sky130_fd_sc_hd__buf_6       38            0.87
sky130_fd_sc_hd__clkbuf_1    82            0.62
sky130_fd_sc_hd__clkbuf_4     4           0.061
sky130_fd_sc_hd__conb_1       1          0.0076
sky130_fd_sc_hd__edfxtp_1  1024              62
sky130_fd_sc_hd__inv_1        1          0.0076
sky130_fd_sc_hd__mux2i_1   1024              21
sky130_fd_sc_hd__nand2_1    196             1.5
sky130_fd_sc_hd__nand2b_1     4           0.051
sky130_fd_sc_hd__nand3_1    194             2.0
sky130_fd_sc_hd__nand3b_1     5           0.076
sky130_fd_sc_hd__nor2_1      35            0.27
sky130_fd_sc_hd__nor2b_1      4           0.051
sky130_fd_sc_hd__nor3_1      64            0.65
sky130_fd_sc_hd__or2_2        2           0.025
sky130_fd_sc_hd__or3_1        1           0.013
sky130_fd_sc_hd__or3b_2       2           0.036
==> cell usage in the layout, fill, tap and decap left out, types with 3 or more instances in the layout <==
| master | count |
|---|---|
| sky130_fd_sc_hd__clkbuf_16 | 115 |
| sky130_fd_sc_hd__clkinvlp_2 | 27 |
| sky130_fd_sc_hd__a21oi_1 | 192 |
| sky130_fd_sc_hd__diode_2 | 5 |
| sky130_fd_sc_hd__inv_4 | 13 |
| sky130_fd_sc_hd__clkdlybuf4s50_1 | 110 |
| sky130_fd_sc_hd__nand2_1 | 194 |
| sky130_fd_sc_hd__nor2_4 | 33 |
| sky130_fd_sc_hd__inv_6 | 4 |
| sky130_fd_sc_hd__nand3_1 | 194 |
| sky130_fd_sc_hd__bufinv_16 | 19 |
| sky130_fd_sc_hd__inv_1 | 1050 |
| sky130_fd_sc_hd__buf_4 | 120 |
| sky130_fd_sc_hd__mux2i_1 | 1024 |
| sky130_fd_sc_hd__nor3_1 | 64 |
| sky130_fd_sc_hd__nand2b_2 | 4 |
| sky130_fd_sc_hd__edfxtp_1 | 1024 |
| sky130_fd_sc_hd__buf_12 | 15 |
| sky130_fd_sc_hd__clkinv_4 | 3 |
| sky130_fd_sc_hd__nor2b_4 | 4 |
| sky130_fd_sc_hd__a22oi_1 | 192 |
| sky130_fd_sc_hd__nand3b_1 | 5 |
| sky130_fd_sc_hd__a31oi_1 | 64 |
| sky130_fd_sc_hd__a22o_1 | 128 |
| sky130_fd_sc_hd__conb_1 | 96 |
==> power breakdown <==
part	switching (mW)	internal (mW)
sequential	0.0222	4.27
combinational	0.490	0.296
clock	2.35	2.75
No activity file was given, so power comes from the tool's default toggle rates.
