File: design/flow/config.mk
export PLATFORM = sky130hd
export DESIGN_NAME = DataMemory
export DESIGN_NICKNAME = DataMemory
export VERILOG_FILES = /design/flow/design.v
export SDC_FILE = /design/flow/constraint.sdc
export NUM_CORES = 4
export LEC_CHECK = 1
export CORE_UTILIZATION = 50
File: design/flow/constraint.sdc
current_design DataMemory

set clk_period 66.8
set clk_io_pct 0.2

create_clock -name clk0 -period $clk_period [get_ports {Clock}]

set non_clock_inputs [all_inputs -no_clocks]
set_input_delay [expr $clk_period * $clk_io_pct] -clock clk0 $non_clock_inputs
set_output_delay [expr $clk_period * $clk_io_pct] -clock clk0 [all_outputs]
File: design/flow/design.v
`timescale 1ns / 1ps
module DataMemory(ReadData, Address, WriteData,
                    MemoryRead, MemoryWrite, Clock);
    input [63:0] Address, WriteData;
    input MemoryRead, MemoryWrite, Clock;
    output reg [63:0] ReadData;
    reg [63:0] Memory [63:0];                            
    always@(negedge(Clock)) begin                        
        if (MemoryWrite && !MemoryRead) begin
            #20 Memory[Address] <= WriteData;
        end
    end
    always@(posedge(Clock)) begin                        
        if (MemoryRead && !MemoryWrite) begin
            #20 ReadData <= Memory[Address];
        end
    end
endmodule
File: design/flow/run.sh
#!/bin/bash
# OpenROAD 26Q1-2900-gdf79404cd8, Yosys 0.63+post, stock flow scripts
make -C /OpenROAD-flow-scripts/flow DESIGN_CONFIG=/design/flow/config.mk WORK_HOME=/design/flow/orfs finish
==> summary.rpt <==
RUN METRICS
----------------------------------------------------
[Status]
  Status ........................ finished, violations left
  Violated checks ........................ antenna rules

[Clocking]
  Number of buffers created by CTS ........................ 428
  Clk pin slew, worst setup/hold paths ........................ 0.06 ns
  Clock sinks ........................ 4160
  Clock tree from TritonCTS ........................ built
  CTS H-tree depth ........................ 5
  Hold-fix buffers at CTS ........................ 0
  Clock root cell ........................ sky130_fd_sc_hd__clkbuf_16
  Clk latency late pin ........................ 1.00 ns
  Max Buffers Root-to-Sink ........................ 4
  Count of buffers added by post-CTS timing repair for setup ........................ 0
  # resized after CTS ........................ 0

[Synth]
  Async S/R FF share, synth ........................ 0
  Library cell occupying the most area in the post-synthesis netlist ........................ sky130_fd_sc_hd__edfxtp_1
  Most common flop cell mapped by yosys ........................ sky130_fd_sc_hd__edfxtp_1
  Number of warnings printed during yosys synthesis ........................ 1
  Most used standard cell by instance count after synthesis ........................ sky130_fd_sc_hd__edfxtp_1
  Instance tally after logic synthesis ........................ 8823
  Share of Yosys cell area claimed by the top area cell type ........................ 0.797
  Area of the mapped netlist ........................ 157000 um^2
  Library cells used by synthesis ........................ 58
  Top post-synthesis cells by area ........................ sky130_fd_sc_hd__edfxtp_1 80%, sky130_fd_sc_hd__a221oi_1 4.4%, sky130_fd_sc_hd__a22oi_1 2.9%
  Mapped Avg Cell Area ........................ 17.8 um^2
  Post-synth top cells ........................ 4160 x sky130_fd_sc_hd__edfxtp_1, 783 x sky130_fd_sc_hd__a221oi_1, 607 x sky130_fd_sc_hd__a22oi_1
  Total of flip-flops plus latches after synthesis ........................ 4160
  Share of synthesized area occupied by flip-flops and latches ........................ 0.797
  Number of enable-type register cells in the synthesized netlist ........................ 4160
  # Cells Yosys ........................ 8823
  Area figure in the yosys stat output ........................ 157000 um^2

[STA]
  Unrepaired setup endpoints after global routing ........................ false
  Number of failing setup endpoints in the final timing report ........................ 0
  Setup skew after layout ........................ 0.0807 ns
  Final hold viol count ........................ 0
  Count of final max-slew check failures ........................ 0
  Slew @ Worst Pin ........................ 1.04 ns
  Final hold slack ........................ 13.18 ns
  Crit path setup slack, layout ........................ 16.43 ns
  Final setup TNS ........................ 0 ns
  Max-Slew Margin vs Limit ........................ 0.299

[Placement]
  Buffers on Ports ........................ 136
  Final weighted congestion in routability-driven placement ........................ 0.907
  Detail Placement HPWL ........................ 261000 um
  Placement-stage worst setup slack ........................ 15.69 ns

[GRT]
  Gr usage total ........................ 0.349
  Number of global-route vias before repair ........................ 115000
  Wire length of the first global-routing pass ........................ 697000 um
  Pin count of the biggest net entering global routing ........................ 100
  Remaining global-route overflow ........................ 0
  Number of antenna violations at the first check in global routing ........................ 15

[Floorplan]
  Die extent in y ........................ 562 um
  Fp_density ........................ 0.503
  Die ar. ........................ 316000 um^2
  Floorplan row count ........................ 205
  Placeable core region ........................ 312000 um^2
  Ports placed on the boundary ........................ 195
  Width of the die ........................ 562 um

[Setup path]
  Crit path max-delay cell type ........................ sky130_fd_sc_hd__nor2b_4
  R2r startpoint ........................ Memory[5][17]
  R2R cell count ........................ 6
  Class of the most critical setup path ........................ in2reg
  Minimum setup slack among reg-to-reg paths ........................ 30.56 ns
  Critical Path RT ........................ 33.97 ns
  Reg-to-reg critical path endpoint ........................ ReadData[17]
  Critical Path Source Type ........................ input pin
  CP Capture Type ........................ flop
  Maximum fanout encountered on the critical timing path ........................ 36
  Worst stage delay on the critical path ........................ 0.81 ns
  Critical path cell sequence ........................ buf_8 > nor2b_4 > buf_4 > nand2_1 > buf_4 > nor2_4 > buf_4 > buf_4
  Arr. time, crit path ........................ 17.54 ns
  Worst path buffer plus inverter count ........................ 5
  Largest delay share family, worst path ........................ buffers and inverters
  Most common cell on crit path ........................ sky130_fd_sc_hd__buf_4

[Cells and area]
  Fillers ........................ 21400
  Area grow syn2layout ........................ 23.3%
  Register Area ........................ 125000 um^2
  Proportion of layout cells with a drive suffix above 1 ........................ 0.108
  Comb. cell area ........................ 29400 um^2

[Pwr]
  Net switching component of the power ........................ 1.80 mW
  Portion of total power attributed to sequential cells ........................ 0.446
  Switching power share of the total ........................ 0.276
  Leakage power summed over all cells ........................ 77.4 nW
  Cell-internal power ........................ 4.74 mW
  Largest voltage drop on the vdd net ........................ 0.0000286 V
  Power per cell area ........................ 33.8 nW/um^2
  Logic gate share of total power ........................ 0.043
  Clock share of power ........................ 0.511

[Routing]
  Via/cell ratio ........................ 5.86
  First-pass DRT Iterations ........................ 7
  Number of DRC violations after detailed-routing iteration 0 ........................ 7138
  Total number of vias ........................ 104000
  Routed Antenna Nets ........................ 1
  Count of unresolved DRC violations after routing ........................ 0
  Routed wirelength normalized by instance count ........................ 27.6 um
  Final wirelength ........................ 488000 um

[Hold path]
  Capture endpoint of the worst hold path ........................ ReadData[33]
  Min-delay worst type ........................ in2reg
  Worst hold path startpoint ........................ Address[1]
  Hold depth ........................ 4

[Job]
  Warning total across the stage logs ........................ 1085
  Count of maximum capacitance violations ........................ 0

----------------------------------------------------
[tightest hold or removal path, cell delays in order]
cell,delay [ns]
sky130_fd_sc_hd__buf_8,0.20
sky130_fd_sc_hd__nor2_1,0.14
sky130_fd_sc_hd__o21a_1,0.12
sky130_fd_sc_hd__or4_1,0.19
[how the worst max path moves through the flow]
| stage | start | end | slack (ns) | depth (start not counted) |
|---|---|---|---|---|
| after global routing | Address[1] | Memory[54][52] | 16.42 | 8 |
| after CTS | Address[1] | Memory[54][19] | 16.66 | 8 |
| final | Address[1] | Memory[54][44] | 16.43 | 8 |
[registers in the layout (all words and copies together) (netlist names)]
register / cells
Memory: 4096
ReadData: 64
[cell usage in the layout (no fill, tap or decap), types with 66 or more instances in the layout]
| master | count |
|---|---|
| sky130_fd_sc_hd__inv_1 | 4192 |
| sky130_fd_sc_hd__edfxtp_1 | 4160 |
| sky130_fd_sc_hd__a221oi_1 | 783 |
| sky130_fd_sc_hd__a22oi_1 | 607 |
| sky130_fd_sc_hd__clkbuf_16 | 433 |
| sky130_fd_sc_hd__buf_4 | 373 |
| sky130_fd_sc_hd__o22ai_1 | 361 |
| sky130_fd_sc_hd__mux2i_1 | 263 |
| sky130_fd_sc_hd__nor3_1 | 228 |
| sky130_fd_sc_hd__mux2_2 | 228 |
| sky130_fd_sc_hd__nor2_1 | 208 |
| sky130_fd_sc_hd__a21oi_1 | 201 |
| sky130_fd_sc_hd__nand2_1 | 167 |
| sky130_fd_sc_hd__o21ai_0 | 155 |
| sky130_fd_sc_hd__a221o_1 | 109 |
| sky130_fd_sc_hd__clkinvlp_2 | 104 |
| sky130_fd_sc_hd__nor2_4 | 68 |
| sky130_fd_sc_hd__clkdlybuf4s50_1 | 68 |
| sky130_fd_sc_hd__nand4_1 | 66 |
[area by class of cell]
cell class	count	area share
Sequential cell	4160	0.646
Multi-Input combinational cell	3945	0.152
Clock inverter	4436	0.0977
Clock buffer	436	0.0562
Tap cell	4140	0.0268
Timing Repair Buffer	516	0.0207
Inverter	5	0.000201
Antenna cell	15	0.000194
[through the flow]
step | utilization | total power, mW | cell area, um^2 | cells
after floorplan | - | 3.44 | 157000 | 8823
after global placement | 0.524 | 3.58 | 164000 | 12800
after global routing | 0.620 | 6.94 | 193000 | 17600
after CTS | 0.620 | 6.62 | 193000 | 17600
final | 0.620 | 6.54 | 193000 | 17700
after detailed placement | 0.524 | 3.59 | 164000 | 12800
[power groups by stage]
stage,Sequential (mW),Clock (mW),Combinational (mW)
4_1_cts,2.91,3.43,0.279
5_1_grt,2.91,3.73,0.300
6_report,2.91,3.34,0.282
[routing by layer]
metal	vias to the layer above	track usage	routed length (um)
li1	45900	-	-
met5	-	0.0560	2240
met1	49200	0.368	147000
met4	62	0.173	22300
met3	1073	0.313	89600
met2	7322	0.472	227000
[kinds of logic (layout without fill, tap and decap cells)]
group           after synthesis  count (layout)  synth area share
other cells                   0              15                 0
flops                      4160            4160             0.797
mux                         503             503            0.0347
simple gates                909             909            0.0274
buf+inv                     718            5393            0.0196
compound gates             2533            2533             0.121
Power is estimated from default activity; no workload was simulated.
